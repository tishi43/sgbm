File: flow/design.v
module ram_d
(
clk,
en,
we,
addra,
addrb,
dia,
doa,
dob
);
parameter addr_bits = 8;
parameter data_bits = 16;
input     clk;
input     en;
input     we;
input     [addr_bits-1:0]  addra;
input     [addr_bits-1:0]  addrb;
input     [data_bits-1:0]  dia;
output    [data_bits-1:0]  doa;
output    [data_bits-1:0]  dob;
wire      clk;
wire      en;
wire      we;
wire      [addr_bits-1:0]  addra;
wire      [addr_bits-1:0]  addrb;
wire      [data_bits-1:0]  dia;
reg       [data_bits-1:0]  doa;
reg       [data_bits-1:0]  dob;
(* ram_style = "block" *)
reg       [data_bits-1:0]  ram[0:(1 << addr_bits) -1];
always @ ( posedge clk )
begin
    if (en)
        dob <= ram[addrb];
end 
always @ ( posedge clk )
begin
    if (en)
        doa <= ram[addra];
end 
always @ (posedge clk)
begin
    if (we && en)
        ram[addra] <= dia;
end
endmodule
File: flow/run.sh
#!/bin/bash
# OpenROAD 26Q1-2900-gdf79404cd8, Yosys 0.63+post, stock flow scripts
make -C /OpenROAD-flow-scripts/flow DESIGN_CONFIG=/design/flow/config.mk WORK_HOME=/design/flow/orfs finish
File: flow/config.mk
export PLATFORM = sky130hd
export DESIGN_NAME = ram_d
export DESIGN_NICKNAME = ram_d
export VERILOG_FILES = /design/flow/design.v
export SDC_FILE = /design/flow/constraint.sdc
export NUM_CORES = 4
export LEC_CHECK = 1
export CORE_UTILIZATION = 30
File: flow/constraint.sdc
current_design ram_d

set clk_period 96.6
set clk_io_pct 0.2

create_clock -name clk0 -period $clk_period [get_ports {clk}]

set non_clock_inputs [all_inputs -no_clocks]
set_input_delay [expr $clk_period * $clk_io_pct] -clock clk0 $non_clock_inputs
set_output_delay [expr $clk_period * $clk_io_pct] -clock clk0 [all_outputs]
==> run_results.csv <==
group,metric,value,unit
floorplan,placementRows,293,
setup_path,critPathMaxFanout,38,
logic_synthesis,synthArstFlopShare,0,%
setup_path,arrival,25.82,ns
cells_and_area,final-comb-area,0.06437,mm2
drt,wl_met1,195000,um
cts,post-cts-setup-buffers,0,
cells_and_area,fin_util,34.62,%
grt,grt_max_degree,82,
sta,slew_headroom,-2.520,%
run,drv_cap,0,
sta,finalCritPeriodShare,25.90,%
cells_and_area,fillers,58237,
pwr,powerDensity,18.41,mW/mm2
place,port_buffers,66,
floorplan,die_w,800.9,um
sta,setup_ws,71.58,ns
outcome,violations,"max-slew violations",
cts,clk_pin_slew_worst_paths,0.06,ns
sta,rsz0062_at_grt,"no",
sta,worst_pin_slew,1.538,ns
sta,hold_viol_final,0,
hold_path,hold_class,"flip-flop to flip-flop",
drt,routed_wl,696400,um
cts,holdBufCountCts,0,
place,dp_hpwl,454800,um
floorplan,fp_util,30.11,%
cts,cts_buffers,437,
grt,grt_pass1_vias,118148,
drt,wl_per_cell,37.10,um
logic_synthesis,ys_warn_count,1,
floorplan,io_pins,67,
logic_synthesis,top_area_cell,"edfxtp_1",
hold_path,min_path_cells,4,
sta,max_freq,39.97,MHz
logic_synthesis,syn_avg_cell_area,20.27,um2
sta,finalSetupViolations,0,
cts,clk_latency,1.08,ns
logic_synthesis,yosys_register_bits,4128,
floorplan,dieHeight,800.9,um
logic_synthesis,netlist_area,0.1915,mm2
setup_path,reg2reg_depth,5,
cts,clkSinkCount,4128,
logic_synthesis,yosys.area.top_type_share,64.74,%
logic_synthesis,yosysSeqAreaShare,64.74,%
drt,viasPerCell,5.784,
setup_path,regToRegStartpoint,"ram[103][1]$_DFFE_PP_",
pwr,ir_worst_vdd,0.00001686,V
drt,drt_iter0_markers,8321,
place,place_ws,70.63,ns
cts,root_buffer,"clkbuf_16",
logic_synthesis,syn_inst,9447,
setup_path,critPathLaunchType,"input pin",
cells_and_area,seq_area,0.1240,mm2
outcome,outcome,"complete, but fails checks",
drt,route.detailed.drc,0,
drt,met2_length,306600,um
grt,grt_pass1_wl,953500,um
logic_synthesis,edf_count,4128,
floorplan,dieArea,0.6415,mm2
grt,grt_usage,23.05,%
place,postPlaceCellArea,0.2054,mm2
drt,top_layer,"met5",
setup_path,endpoint_kind,"flip-flop",
cells_and_area,stdcell_area,0.2202,mm2
hold_path,hold_path.startpoint,"ram[14][10]$_DFFE_PP_",
setup_path,timing.rr.end,"doa[1]$_DFFE_PP_",
setup_path,crit_type,"input pin to flip-flop",
cts,htreeDepth,5,
grt,grt_antenna_before_repair,77,
cts,ctsResizeCount,0,
sta,setup-tns-final,0,ns
sta,clock_skew,0.1020,ns
grt,grt_overflow_total,0,
pwr,p_leak,67.80,nW
cells_and_area,final_cell_mix,"edfxtp_1, mux4_2, buf_4",
hold_path,whs_endpoint,"dob[10]$_DFFE_PP_",
cells_and_area,drive_gt1_share,37.84,%
run,tool_warnings,26,
logic_synthesis,yosys-stat-area,0.1915,mm2
sta,period_minus_slack,25.02,ns
logic_synthesis,yosys_cells,9447,
cells_and_area,layout_top_cell,"edfxtp_1",
logic_synthesis,synthTopCellsByArea,"edfxtp_1, mux4_2, mux2i_1",
place,gp_congestion,1.010,
drt,drt-pass1-iter-count,6,
cts,cts_buffer_depth,4,
setup_path,r2r_slack,92.39,ns
sta,maxSlewViolCount,1,
drt,wl_met3,140800,um
logic_synthesis,synth_cell_type_count,63,
floorplan,core_area,0.6361,mm2
drt,drtAntennaViolNets,0,
drt,vias,108562,
setup_path,crit_required,97.41,ns
logic_synthesis,flop_cell,"edfxtp_1",
cts,tritoncts,"built",
cells_and_area,syn2layout_area_growth,14.98,%
## state kept, by name, summed over array words and instances (netlist names)
| name | count |
|---|---|
| dob | 16 |
| ram | 4096 |
| doa | 16 |
## synthesized netlist by cell type (127+ instances only)
library cell  count
edfxtp_1       4128
mux4_2         2058
mux2i_1         513
nor2_1          350
clkbuf_1        309
buf_2           203
o22ai_1         193
nand2_1         175
a21oi_1         136
buf_4           133
mux2_2          133
o21ai_0         127
## where the power goes
part / switching (mW) / internal [mW]
Sequential: 0.00751 / 1.98
Clock: 0.735 / 0.998
Combinational: 0.218 / 0.121
## metrics by stage
stage / instances / power [mW] / hold slack, ns
global route: 18734 / 4.144 / 1.044
finish: 18770 / 4.055 / 1.013
global placement: 17875 / 2.353 / 0.9846
detailed placement: 17875 / 2.353 / 0.9891
CTS: 18681 / 4.065 / 1.011
floorplan: 9447 / 2.193 / 0.9103
## final cells by class
type | instances | share of cell area (%)
Clock inverter | 279 | 1.476
Timing Repair Buffer | 794 | 2.927
Multi-Input combinational cell | 4531 | 29.24
Clock buffer | 527 | 5.149
Antenna cell | 89 | 0.1012
Sequential cell | 4128 | 56.30
Tap cell | 8407 | 4.777
Inverter | 15 | 0.03239
## per-layer routing
metal | GRT usage, % | vias to the layer above
met5 | 7.038 | -
li1 | - | 42447
met1 | 22.18 | 55651
met4 | 12.33 | 94
met2 | 32.26 | 8644
met3 | 20.58 | 1726
## kinds of logic after synthesis
family / synth area share [%]
and+or+nand+nor: 2.312
DFF: 64.74
muxes: 27.67
buffers and inverters: 2.101
AOI/OAI and AO/OA: 3.183
## how the worst max path moves through the flow
stage                     from                end  slack, ns  depth (start not counted)
final                 addrb[1]  dob[15]$_DFFE_PP_      71.58                         15
after global routing  addrb[1]   dob[4]$_DFFE_PP_      71.39                         15
after CTS             addrb[1]   dob[4]$_DFFE_PP_      71.78                         15
## worst max-delay path: stages
cell and delay, ns:
buf_8 0.31, buf_4 0.76, buf_4 0.56, buf_4 0.61, buf_4 0.54, buf_4 0.60
buf_4 0.57, buf_4 0.51, mux4_2 0.38, mux4_2 0.49, mux2i_1 0.15, o21ai_0 0.29
buf_4 0.27, nor3_1 0.18, nor3_1 0.08
Power and IR drop assume default switching activity.
