==> design/flow/design.v <==
module div_by_shift_sum #(
    parameter WidthD0=64,
    parameter WidthD1=32,
    parameter WidthQ=WidthD0+WidthD1)
(
    input wire                  clk,
    input wire  [WidthD0-1:0]   a,
    input wire  [WidthD1-1:0]   b,
    output wire [WidthD0-1:0]   result
);
reg  [WidthD1-1:0]   b_d[0:WidthD0];
reg  [WidthQ-1:0]    div_result_d[0:WidthD0];
reg  [WidthD1-1:0]   div_sub_val[0:WidthD0];
always @ (posedge clk) begin
    b_d[0]           <= b;
    div_result_d[0]  <= {{(WidthD1-1){1'b0}}, a,1'b0};
end
integer ii;
always @(*) begin
    for (ii = 0; ii <= WidthD0; ii = ii + 1) begin
        div_sub_val[ii] = div_result_d[ii][WidthQ-1:WidthD0]-b_d[ii];
    end
end
always @(posedge clk) begin
    for (ii = 1; ii <= WidthD0; ii = ii + 1) begin
        if (div_result_d[ii-1][WidthQ-1:WidthD0]>=b_d[ii-1])
            div_result_d[ii]  <= ({div_sub_val[ii-1],div_result_d[ii-1][WidthD0-1:0]} << 1) | 1;
        else
            div_result_d[ii]  <= div_result_d[ii-1][WidthQ-1:0] << 1;
        b_d[ii]               <= b_d[ii-1];
    end
end
assign result = div_result_d[WidthD0][WidthD0-1:0];
endmodule
==> design/flow/run.sh <==
#!/bin/bash
# OpenROAD 26Q1-2900-gdf79404cd8, Yosys 0.63+post, stock flow scripts
make -C /OpenROAD-flow-scripts/flow DESIGN_CONFIG=/design/flow/config.mk WORK_HOME=/design/flow/orfs finish
==> design/flow/config.mk <==
export PLATFORM = sky130hd
export DESIGN_NAME = div_by_shift_sum
export DESIGN_NICKNAME = div_by_shift_sum
export VERILOG_FILES = /design/flow/design.v
export SDC_FILE = /design/flow/constraint.sdc
export NUM_CORES = 4
export LEC_CHECK = 1
export CORE_UTILIZATION = 40
==> design/flow/constraint.sdc <==
current_design div_by_shift_sum

set clk_period 14.1
set clk_io_pct 0.2

create_clock -name clk0 -period $clk_period [get_ports {clk}]

set non_clock_inputs [all_inputs -no_clocks]
set_input_delay [expr $clk_period * $clk_io_pct] -clock clk0 $non_clock_inputs
set_output_delay [expr $clk_period * $clk_io_pct] -clock clk0 [all_outputs]
==> impl_metrics.json <==
{
  "status": "finished, final reports clean",
  "syn2layout_area_growth_pct": 14.71,
  "maxSlewViolCount": 0,
  "grtUsageTotal_pct": 16.96,
  "viasPerCell": 4.768,
  "synth_area_um2": 287900,
  "p_per_area_nw_per_um2": 186.1,
  "finalWirelength_mm": 599.1,
  "yosysChipArea_um2": 287900,
  "dieArea_um2": 723100,
  "die_h_um": 850.3,
  "ys_ff": 8161,
  "cts.repair.resized": 0,
  "firstDrtPassIters": 6,
  "grt_overflow": 0,
  "setup_viol": 0,
  "clock_latency_ns": 1.17,
  "clock-sinks": 8161,
  "place.gp.congestion": 0.9158,
  "fin_ws_ns": 9.344,
  "numPortBuffers": 160,
  "pwr-share-clk_pct": 37.4,
  "dpl.hpwl_mm": 448.8,
  "grt_max_degree": 65,
  "max_freq_ghz": 0.2102,
  "ant_nets": 0,
  "worstPathArrival_ns": 1.94,
  "critPathMaxFanout": 1,
  "rsz0062_at_grt": "no",
  "drive_above_1_share_pct": 9.554,
  "place_ws_ns": 9.858,
  "fin_crit_ns": 4.756,
  "crit_path_max_incr_delay_ns": 0.45,
  "switching_share_pct": 27.51,
  "num_rows": 311,
  "cts_root_buffer": "clkbuf_16",
  "setup_tns_ns": 0,
  "die_w_um": 850.3,
  "hold_buffers": 0,
  "synth_cell_type_count": 98,
  "tool_warnings": 27,
  "seq_power_share_pct": 42.6,
  "fp_util_pct": 40.14,
  "finClkSkew_ns": 0.1184,
  "area_leaders": "dfxtp_1 57%, ha_1 8.8%, mux2_2 3.6%, a21oi_1 3.6%, inv_1 3.2%",
  "combPwrFrac_pct": 20.0,
  "fin_util_pct": 46.05,
  "synthFlopType": "dfxtp_1",
  "path_delay_family": "buffers and inverters",
  "syn_inst": 26683,
  "edf_count": 0,
  "crit_path_top_delay_cell": "clkdlybuf4s50_1",
  "first_iter_violations": 10368,
  "relSlewSlack_pct": 25.56,
  "antenna_found_initial": 23,
  "cap_viol_max_count": 0,
  "core_area_um2": 717200,
  "irDropWorstVdd_uv": 141.3,
  "required_ns": 11.28,
  "clockBufferDepth": 4,
  "cts_tree": "yes",
  "path_class": "flop to output port",
  "holdCritPathClass": "flop to flop",
  "ys_async_sr_fraction_pct": 0,
  "grt_pass1_vias": 174242,
  "htreeDepth": 6,
  "yosys_warnings": 4,
  "cp_cell_sequence": "clkdlybuf4s50_1",
  "internal_power_mw": 44.56,
  "top_cell_area_share_pct": 56.75,
  "vias": 179378,
  "syn_avg_cell_area_um2": 10.79,
  "largest_area_cell": "dfxtp_1",
  "whs_ns": 0.2409,
  "power.switching_mw": 16.91,
  "drc": 0,
  "fillers": 64384,
  "yosysSeqAreaShare_pct": 56.75,
  "ioPinCount": 161,
  "period_used_pct": 33.73,
  "critPathBufInv": 1,
  "ys_cells": 26683,
  "numCtsBuffers": 819,
  "hold_viol_final": 0,
  "clkTransAtPathRegs_ns": 0.06,
  "grt_pass1_wl_mm": 952.1,
  "postCtsSetupRepairBufs": 0,
  "start_kind": "flop",
  "leakage_nw": 147.0,
  "wl_per_cell_um": 15.93,
  "worstMarginPinSlew_ns": 1.115,
  "cp-end-kind": "output port"
}
-- cells in the mapped netlist (44+ instances only) --
master       n
nand4_1    231
mux2i_1     69
and3_1     174
o21a_1     266
xnor2_1   1015
a211oi_1   105
a21oi_1   2060
nand2_1   1300
mux2_2     920
xor2_1     634
o211ai_1    80
o31ai_1    119
or2_2       50
and2_1      87
o21ai_1     50
a21o_1     955
clkbuf_1   313
a41oi_1     44
nor2b_1    321
o21bai_1   212
fa_1        62
a21boi_0    94
nor2_1    1362
nand2b_1   298
a31oi_1    222
nor3_1     254
or3_1       84
o21ai_0   1293
o31a_1      65
ha_1      2018
dfxtp_1   8161
mux2_4      69
buf_2      125
inv_1     2481
nand3_1    366
nor4_1      61
-- power by group through the flow --
stage         sequential (mW)  combinational [mW]  clock [mW]
finish                   26.2                12.3        23.0
CTS                      26.3                12.3        23.7
global route             26.4                13.8        24.8
-- layout by cell type, fill, tap and decap left out, drive strengths merged, types with 65 or more instances in the layout --
| master | count |
|---|---|
| a211oi | 107 |
| a21boi | 104 |
| a21o | 955 |
| a21oi | 2063 |
| a31oi | 235 |
| and2 | 89 |
| and3 | 174 |
| buf | 79 |
| bufinv | 120 |
| clkbuf | 1061 |
| clkdlybuf4s50 | 160 |
| clkinv | 246 |
| clkinvlp | 73 |
| dfxtp | 8161 |
| diode | 86 |
| ha | 2018 |
| inv | 2529 |
| mux2 | 989 |
| mux2i | 69 |
| nand2 | 1300 |
| nand2b | 298 |
| nand3 | 366 |
| nand4 | 231 |
| nor2 | 1362 |
| nor2b | 321 |
| nor3 | 254 |
| o211ai | 80 |
| o21a | 266 |
| o21ai | 1344 |
| o21bai | 212 |
| o31a | 65 |
| o31ai | 125 |
| or3 | 84 |
| xnor2 | 1015 |
| xor2 | 634 |
-- area by class of cell --
class	count	area, um2	share of cell area, %
Clock inverter	482	6835	2.070
Clock buffer	1061	22800	6.905
Multi-Input combinational cell	15558	113500	34.38
Timing Repair Buffer	239	2195	0.6646
Inverter	2486	9331	2.826
Tap cell	9546	11940	3.617
Antenna cell	86	215.2	0.06517
Sequential cell	8161	163400	49.48
-- sequential cells by signal, indices dropped and copies added, names as in the netlist --
signal	count
b_d	2048
div_result_d	6113
-- kinds of logic after synthesis --
group / Yosys count / share of synthesized area [%]
adder cells (fa/ha/maj): 2080 / 9.202
AND/OR/NAND/NOR: 4716 / 7.748
AND-OR/OR-AND: 6055 / 13.12
multiplexers: 1058 / 4.199
buffers and inverters: 2964 / 3.957
XOR/XNOR: 1649 / 5.017
flip-flops: 8161 / 56.75
-- final timing paths --
| path | cells after the start | slack, ns | start | end |
|---|---|---|---|---|
| max | 1 | 9.34 | div_result_d[64][62] | result[62] |
| min reg2reg | 0 | 0.24 | div_result_d[17][59] | div_result_d[18][60] |
| min | 0 | 0.24 | div_result_d[17][59] | div_result_d[18][60] |
| max reg2reg | 14 | 9.80 | div_result_d[32][64] | div_result_d[33][80] |
-- stage by stage --
step / total power [mW] / instances / instance area (um2)
6_report: 61.47 / 37619 / 330200
4_1_cts: 62.28 / 37533 / 330000
3_5_place_dp: 38.87 / 35990 / 300400
3_3_place_gp: 38.92 / 35990 / 300400
2_1_floorplan: 36.10 / 26683 / 287900
5_1_grt: 64.92 / 37603 / 330200
-- routing by layer --
metal	vias up	track usage (%)	wire (um)	part of all wire (%)
met3	1098	2.599	27180	4.5
met5	-	0	43	0.0072
met4	6	5.318	22320	3.7
li1	92644	-	-	-
met1	82295	24.26	270600	45
met2	3335	27.35	279000	47
No activity file was given, so power comes from the tool's default toggle rates.
